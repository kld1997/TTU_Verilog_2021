==> flow/design.v <==
`timescale 1ns / 1ps
module MIPS_registerFile(
    input clk,
    input reset,
    input [4:0] aReg_select,
    input [4:0] bReg_select,
    input load_enable,
    input [4:0] dest_select,
    input [31:0] reg_data,
    output [31:0] operandA,
    output [31:0] operandB
    );
    wire [31:0] output_data [31:0];
    wire [31:0] load_split = {32{load_enable}};
    wire [31:0] load_signals = load_split & (32'b1 << dest_select);
    register_32bit register0 (clk, reset, load_signals[0] & 1'b0, reg_data, output_data[0]),
                   register1 (clk, reset, load_signals[1], reg_data, output_data[1]),
                   register2 (clk, reset, load_signals[2], reg_data, output_data[2]),
                   register3 (clk, reset, load_signals[3], reg_data, output_data[3]),
                   register4 (clk, reset, load_signals[4], reg_data, output_data[4]),
                   register5 (clk, reset, load_signals[5], reg_data, output_data[5]),
                   register6 (clk, reset, load_signals[6], reg_data, output_data[6]),
                   register7 (clk, reset, load_signals[7], reg_data, output_data[7]),
                   register8 (clk, reset, load_signals[8], reg_data, output_data[8]),
                   register9 (clk, reset, load_signals[9], reg_data, output_data[9]),
                   register10 (clk, reset, load_signals[10], reg_data, output_data[10]),
                   register11 (clk, reset, load_signals[11], reg_data, output_data[11]),
                   register12 (clk, reset, load_signals[12], reg_data, output_data[12]),
                   register13 (clk, reset, load_signals[13], reg_data, output_data[13]),
                   register14 (clk, reset, load_signals[14], reg_data, output_data[14]),
                   register15 (clk, reset, load_signals[15], reg_data, output_data[15]),
                   register16 (clk, reset, load_signals[16], reg_data, output_data[16]),
                   register17 (clk, reset, load_signals[17], reg_data, output_data[17]),
                   register18 (clk, reset, load_signals[18], reg_data, output_data[18]),
                   register19 (clk, reset, load_signals[19], reg_data, output_data[19]),
                   register20 (clk, reset, load_signals[20], reg_data, output_data[20]),
                   register21 (clk, reset, load_signals[21], reg_data, output_data[21]),
                   register22 (clk, reset, load_signals[22], reg_data, output_data[22]),
                   register23 (clk, reset, load_signals[23], reg_data, output_data[23]),
                   register24 (clk, reset, load_signals[24], reg_data, output_data[24]),
                   register25 (clk, reset, load_signals[25], reg_data, output_data[25]),
                   register26 (clk, reset, load_signals[26], reg_data, output_data[26]),
                   register27 (clk, reset, load_signals[27], reg_data, output_data[27]),
                   register28 (clk, reset, load_signals[28], reg_data, output_data[28]),
                   register29 (clk, reset, load_signals[29], reg_data, output_data[29]),
                   register30 (clk, reset, load_signals[30], reg_data, output_data[30]),
                   register31 (clk, reset, load_signals[31], reg_data, output_data[31]);
    assign operandA = output_data[aReg_select];
    assign operandB = output_data[bReg_select];
endmodule
`timescale 1ns / 1ps
module register_32bit(
    input clk,
    input reset,
    input write_enable,
    input [31:0] in_data,
    output reg [31:0] out_data
    );
    initial begin
        out_data = 0;
    end
    always @ (posedge clk) begin
        if(reset)
            out_data <= 0;
        else begin
            if(write_enable)
                out_data <= in_data;
        end
    end              
endmodule
==> flow/run.sh <==
#!/bin/bash
# OpenROAD 26Q1-2900-gdf79404cd8, Yosys 0.63+post, stock flow scripts
make -C /OpenROAD-flow-scripts/flow DESIGN_CONFIG=/design/flow/config.mk WORK_HOME=/design/flow/orfs finish
==> flow/config.mk <==
export PLATFORM = sky130hd
export DESIGN_NAME = MIPS_registerFile
export DESIGN_NICKNAME = MIPS_registerFile
export VERILOG_FILES = /design/flow/design.v
export SDC_FILE = /design/flow/constraint.sdc
export NUM_CORES = 4
export LEC_CHECK = 1
export CORE_UTILIZATION = 30
==> flow/constraint.sdc <==
current_design MIPS_registerFile

set clk_period 11.2
set clk_io_pct 0.2

create_clock -name clk0 -period $clk_period [get_ports {clk}]

set non_clock_inputs [all_inputs -no_clocks]
set_input_delay [expr $clk_period * $clk_io_pct] -clock clk0 $non_clock_inputs
set_output_delay [expr $clk_period * $clk_io_pct] -clock clk0 [all_outputs]
==> reports/results.ini <==
[floorplan]
rows=146
design.core.area_um2=159000
fp_util=0.302
ios=114
die_y_um=402
die_w_um=402
die_area_um2=161000

[clock_tree]
cts_hold_buffers=0
cts_max_path_buffers=3
post_cts_buffers=0
htreeDepth=3
clkLatencyLatePin_ps=700
path_clk_slew_ps=70
cts_tree=built
ctsResizeCount=0
root_buffer=clkbuf_16
cts_buffers=109
clock-sinks=992

[layout]
drive_gt1_frac=0.0915
lay_top_count=nand2_1
fin_area_um2=55600
final_util=0.350
syn2layout_area_growth_pct=16.0
lay_top_cells=nand2_1 (2,063), a21oi_1 (1,051), dfxtp_1 (992)

[timing]
finalMaxSlewViolations=0
setup_viol=0
max_clock_freq_mhz=109
hold_viol=0
period_used_share=0.818
slew_headroom=0.0796
rsz0062_at_grt=no
fin_crit_ps=9170
worst_pin_slew_ps=1380
fin_skew_ps=0
tns_ps=0

[power_and_ir_drop]
ir_worst_vdd_mv=0.127
power_leakage_uw=0.0179
p_switching_uw=2200
clock_power_share=0.491
p_int_uw=6020
combinationalPowerShare=0.074
powerDensity_nw_per_um2=148
swShare=0.268
p_seq_frac=0.435

[global_route]
grt_overflow=0
antenna_found_initial=30
grt_max_degree=152
grt.total_usage=0.387
grt_pass1_vias=51800
grt_pass1_wl_mm=420

[route]
drtIter0Drc=9444
via_per_inst=6.68
route.detailed.drc=0
post_drt_wl_per_cell_um=37.0
num_vias=56900
antenna_left=0
drt_pass1_iterations=10
routed_wl_mm=315

[synth]
synth_cell_type_count=62
ys_cells=6499
ys_area_um2=47900
synth_async_sr_flop_share=0
syn_inst=6499
synth_flop_count=992
avgSynthCellArea_um2=7.37
ys_warn_count=2
ff_type=dfxtp_1
synth-edff-count=0
ys_seq_share=0.414
syn_area_um2=47900

[hold_path]
min_from=register8.out_data[30]
hold_path_class=flop to flop

[setup_path]
required_ps=8960
r2r-start=register17.out_data[31]
critPathCaptureType=output port
critPathKind=input port to output port
start_kind=input port
crit_arrival_ps=6930
worst-path-max-fanout=33
crit_start=bReg_select[2]

[run_status]
status=complete, no violations

[job]
maxCapViolations=0
warnings=35

[placed_design]
gp_congestion=1.11
place_area_um2=51500
port-buffer-count=113
place_hpwl_mm=184

synth_stat cells (29+ instances only):
cell type | number | area share
nor3_1 | 41 | 0.0043
and4_1 | 37 | 0.0068
a21oi_1 | 1051 | 0.11
nor2_1 | 87 | 0.0068
a22o_1 | 145 | 0.026
a222oi_1 | 29 | 0.0061
clkbuf_1 | 589 | 0.046
nand2_1 | 2094 | 0.16
buf_2 | 39 | 0.0041
nand3_1 | 134 | 0.014
and3_1 | 162 | 0.021
a2111oi_0 | 70 | 0.013
a22oi_1 | 433 | 0.068
nand4_1 | 88 | 0.011
dfxtp_1 | 992 | 0.41
o22ai_1 | 64 | 0.0084
mux2i_1 | 108 | 0.023
power by group through the flow:
stage                 Clock, uW  Sequential, uW  Combinational (uW)
final                      4040            3580                 608
after global routing       4140            3580                 583
after CTS                  4000            3580                 550
metrics by stage:
stage	std cells	total power (uW)	hold WS (ps)	setup WS [ps]
floorplan	6499	3900	436	4920
global placement	8272	4200	447	2380
detailed placement	8272	4210	451	2310
CTS	8475	8130	460	2290
global route	8479	8300	483	2250
finish	8514	8230	461	2030
worst max-delay path, stage by stage:
cell and delay, ps:
buf_4 580, buf_4 660, nor2_4 250, buf_4 360
and2_1 520, buf_4 390, a22o_1 200, or4_1 460
or4_1 650, clkdlybuf4s50_1 480
final timing paths:
| path | depth (start not counted) | endpoint | slack, ps |
|---|---|---|---|
| max | 10 | operandB[17] | 2030 |
| min | 2 | register8.out_data[30] | 460 |
| max reg2reg | 2 | register17.out_data[31] | 10370 |
| min reg2reg | 2 | register8.out_data[30] | 460 |
final cells by class:
| type | count | area [um2] |
|---|---|---|
| clock buffers | 156 | 3250 |
| multi-input cells | 4848 | 26100 |
| inverters | 4 | 15.0 |
| repair buffers | 356 | 2970 |
| flip-flops and latches | 992 | 19900 |
| well taps | 2072 | 2590 |
| fillers | 16200 | 103000 |
| diodes | 39 | 97.6 |
| clock inverters | 47 | 707 |
cells by family after synthesis:
family | Yosys count | synth area share
AND-OR/OR-AND | 1907 | 0.251
buffers and inverters | 659 | 0.0531
flip-flops | 992 | 0.414
multiplexers | 123 | 0.0261
AND/OR/NAND/NOR | 2818 | 0.255
routing by layer:
metal,track usage,share of wire
met3,0.274,0.20
met1,0.461,0.34
met4,0.269,0.095
met2,0.479,0.36
met5,0.0366,0.0023
Power figures rest on the tool's default switching activity, not on a simulated workload.
