<file path="run.sh">
#!/bin/bash
# OpenROAD 26Q1-2900-gdf79404cd8, Yosys 0.63+post, stock flow scripts
make -C /OpenROAD-flow-scripts/flow DESIGN_CONFIG=/design/flow/config.mk WORK_HOME=/design/flow/orfs finish
</file>
<file path="config.mk">
export PLATFORM = sky130hd
export DESIGN_NAME = MIPS_instr_mem
export DESIGN_NICKNAME = MIPS_instr_mem
export VERILOG_FILES = /design/flow/design.v
export SDC_FILE = /design/flow/constraint.sdc
export NUM_CORES = 4
export LEC_CHECK = 1
export CORE_UTILIZATION = 30
export SYNTH_MEMORY_MAX_BITS = 65536
</file>
<file path="constraint.sdc">
current_design MIPS_instr_mem

set clk_period 4.1
set clk_io_pct 0.2

create_clock -name clk0 -period $clk_period

set non_clock_inputs [all_inputs -no_clocks]
set_input_delay [expr $clk_period * $clk_io_pct] -clock clk0 $non_clock_inputs
set_output_delay [expr $clk_period * $clk_io_pct] -clock clk0 [all_outputs]
</file>
<file path="design.v">
`timescale 1ns / 1ps
module MIPS_instr_mem(
    input [31:0] pc_addr,
    output reg [31:0] instr
    );
    parameter NOP = 7'b0000000;
parameter ADD = 7'b0000010;
parameter SUB = 7'b0000101;
parameter SLT = 7'b1100101;
parameter AND = 7'b0001000;
parameter OR = 7'b0001010;
parameter XOR = 7'b0001100;
parameter ST = 7'b0000001;
parameter LD = 7'b0100001;
parameter ADI = 7'b0100010;
parameter ADCI = 7'b0100011;     
parameter SBI = 7'b0100101;
parameter NOT = 7'b0101110;
parameter ANI = 7'b0101000;
parameter ORI = 7'b0101010;
parameter XRI = 7'b0101100;
parameter AIU = 7'b1100010;
parameter SIU = 7'b1000101;
parameter MOV = 7'b1000000;
parameter LSL = 7'b0110000;
parameter LSR = 7'b0110001;
parameter SHLC = 7'b0110010;     
parameter SHRC = 7'b0110011;     
parameter JMR = 7'b1100001;
parameter BZ = 7'b0100000;
parameter BNZ = 7'b1100000;
parameter JMP = 7'b1000100;
parameter JML = 7'b0000111;
parameter PCST = 7'b1111111;     
parameter ZI = 15'b000000000000000;
parameter ZR = 10'b0000000000;
parameter R0 = 5'b00000;
parameter R1 = 5'b00001;
parameter R2 = 5'b00010;
parameter R3 = 5'b00011;
parameter R4 = 5'b00100;
parameter R5 = 5'b00101;
parameter R6 = 5'b00110;
parameter R7 = 5'b00111;
parameter R8 = 5'b01000;
parameter R9 = 5'b01001;
parameter R10 = 5'b01010;
parameter R11 = 5'b01011;
parameter R12 = 5'b01100;
parameter R13 = 5'b01101;
parameter R14 = 5'b01110;
parameter R15 = 5'b01111;
parameter R16 = 5'b10000;
parameter R17 = 5'b10001;
parameter R18 = 5'b10010;
parameter R19 = 5'b10011;
parameter R20 = 5'b10100;
parameter R21 = 5'b10101;
parameter R22 = 5'b10110;
parameter R23 = 5'b10111;
parameter R24 = 5'b11000;
parameter R25 = 5'b11001;
parameter R26 = 5'b11010;
parameter R27 = 5'b11011;
parameter R28 = 5'b11100;
parameter R29 = 5'b11101;
parameter R30 = 5'b11110;
parameter R31 = 5'b11111;
    integer j;
    reg [31:0] instructions [1023:0];
    initial begin
        for(j = 0; j < 1024; j = j + 1)
            instructions[j] = 32'b0;
        instructions[0]={LD,R10,R0,ZI};
        instructions[1]={ADI,R16,R0,15'd1};
        instructions[2]={ADI,R15,R0,15'd2};
        instructions[3]={LD,R1,R16,ZI};
        instructions[4]={ADI,R12,R15,15'd1};
        instructions[5]={LD,R3,R15,ZI};
        instructions[6]={SBI,R11,R0,15'd1};
        instructions[7]={LD,R2,R12,ZI};
        instructions[8]={SLT,R20,R1,R11, ZR};
        instructions[9]={SLT,R21,R3,R11,ZR};
        instructions[10]={BNZ,R0,R20,15'd49};
        instructions[11]={LSL,R13,R16,15'd31};
        instructions[12]={PCST,R31,R0,15'd0};
        instructions[13]={BNZ,R0,R21,15'd58};
        instructions[14]={PCST,R31,R0,15'd1};
        instructions[15]={LSL,R8,R8,15'd1};
        instructions[16]={LSL,R2,R2,15'd1};
        instructions[17]={SHLC,R1,R1,ZI};
        instructions[18]={SHLC,R4,R4,ZI};
        instructions[19]={SBI,R10,R10,15'd1};
        instructions[20]={SLT,R12,R3,R4,ZR};
        instructions[21]={AND,R15,R13,R4,ZR};
        instructions[22]={NOP};
        instructions[23]={SLT,R15,R15,R13,ZR};
        instructions[24]={NOP};
        instructions[25]={OR,R12,R12,R15,ZR};
        instructions[26]={XOR,R14,R13,R8,ZR};
        instructions[27]={BNZ,R0,R12,15'd55};
        instructions[28]={SLT,R12,R14,R11,ZR};
        instructions[29]={SLT,R15,R10,R0,ZR};
        instructions[30]={SUB,R12,R16,R12,ZR};
        instructions[31]={SUB,R15,R16,R15,ZR};
        instructions[32]={XOR,R15,R20,R21,ZR};
        instructions[33]={AND,R12,R12,R15,ZR};
        instructions[34]={SLT,R12,R8,R13,ZR};
        instructions[35]={BNZ,R0,R12,15'd31};
        instructions[36]={AND,R12,R12,R15,ZR};
        instructions[37]={SLT,R15,R8,R11,ZR};
        instructions[38]={BNZ,R0,R10,-15'd24};
        instructions[39]={SUB,R15,R16,R15,ZR};
        instructions[40]={NOP};
        instructions[41]={OR,R16,R15,R12,ZR};
        instructions[42]={XOR,R12,R20,R21,ZR};
        instructions[43]={NOP};
        instructions[44]={NOP};
        instructions[45]={NOP};
        instructions[46]={BZ,R0,R16,15'd20};
        instructions[47]={NOP};
        instructions[48]={MOV,R30,R8,ZI};
        instructions[49]={BNZ,R0,R12,15'd22};
        instructions[50]={PCST,R31,R0,15'd1};
        instructions[51]={NOP};
        instructions[52]={MOV,R8,R30,ZI};
        instructions[53]={MOV,R30,R4,ZI};
        instructions[54]={BNZ,R0,R20,15'd17};
        instructions[55]={PCST,R31,R0,15'd1};
        instructions[56]={NOP};
        instructions[57]={JMP,R0,R0,15'd33};
        instructions[58]={MOV,R9,R30,ZI};
        instructions[59]={NOP};
        instructions[60]={NOT,R2,R2,ZI};
        instructions[61]={NOT,R1,R1,ZI};
        instructions[62]={ADI,R2,R2,15'd1};
        instructions[63]={ADCI,R1,R1,15'd0};
        instructions[64]={JMR,R0,R31,ZI};
        instructions[65]={NOP};
        instructions[66]={NOP};
        instructions[67]={MOV,R8,R13,ZI};
        instructions[68]={MOV,R9,R13,ZI};
        instructions[69]={JMP,R0,R0,15'd21};
        instructions[70]={NOP};
        instructions[71]={NOP};
        instructions[72]={BNZ,R0,R10,15'd6};
        instructions[73]={NOP};
        instructions[74]={NOP};
        instructions[75]={SUB,R30,R0,R30,ZR};
        instructions[76]={JMR,R0,R31,ZI};
        instructions[77]={NOP};
        instructions[78]={NOP};
        instructions[79]={SUB,R3,R0,R3,ZR};
        instructions[80]={JMR,R0,R31,ZI};
        instructions[81]={NOP};
        instructions[82]={NOP};
        instructions[83]={ADI,R8,R8,15'd1};
        instructions[84]={SUB,R4,R4,R3,ZR};
        instructions[85]={XOR,R14,R13,R8,ZR};
        instructions[86]={SLT,R15,R10,R0,ZR};
        instructions[87]={SLT,R12,R14,R11,ZR};
        instructions[88]={JMP,R0,R0,-15'd59};
        instructions[89]={NOP};
        instructions[90]={NOP};
        instructions[91]={NOP};
        instructions[92]={NOP};
        instructions[93]={NOP};
    end
    always@(*) begin
        instr = instructions[pc_addr[9:0]];
    end
endmodule
</file>
==> flow_metrics.env <==
# flow metrics
export IMPL_crit_end="instr[10]"
export IMPL_cp_num_buf_inv=5
export IMPL_design_die_area_um2=8821
export IMPL_grt_pass1_vias=3621
export IMPL_fp_dieW_um=93.92
export IMPL_start_kind="primary input"
export IMPL_worstSetupPathType="primary input to output port"
export IMPL_count_of_boundary_i_o_pins=64
export IMPL_initial_antenna_violation_count=0
export IMPL_worst_hold_path_type="primary input to output port"
export IMPL_grt_util_met1_pct=42.02
export IMPL_final_clkbuf_count=0
export IMPL_cellLeakagePower_nw=1.424
export IMPL_fp_util_pct=30.85
export IMPL_timing_max_transition_violations_final=0
export IMPL_area_share_of_and_or_nand_nor_cells_after_synthesis_pct=30.90
export IMPL_grt_first_pass_wirelength_mm=19.81
export IMPL_area_growth_pct=44.23
export IMPL_area_leaders="sky130_fd_sc_hd__a21oi_1 (9.3%), sky130_fd_sc_hd__o21ai_0 (9.1%), sky130_fd_sc_hd__nand2_1 (6.7%)"
export IMPL_critPathRequiredTime_ps=3280
export IMPL_routed_wl_mm=12.90
export IMPL_cpMaxStageDelayCell="sky130_fd_sc_hd__clkdlybuf4s50_1"
export IMPL_hpwl_mm=9.637
export IMPL_drt_iter0_drc=339
export IMPL_design_seq_count=0
export IMPL_height_of_the_die_um=93.92
export IMPL_cpPeakStageDelay_ps=410
export IMPL_worst_path_stages=11
export IMPL_max_slew_margin_rel_pct=54.87
export IMPL_post_drt_wl_per_cell_um=20.98
export IMPL_layout_worst_path_cycle_share_pct=96.33
export IMPL_most_common_layout_cells="sky130_fd_sc_hd__buf_4 (81), sky130_fd_sc_hd__a21oi_1 (46), sky130_fd_sc_hd__nand2_1 (44)"
export IMPL_n_fill_cell=879
export IMPL_critical_path_peak_fanout=12
export IMPL_vdd_ir_drop_worst_v=0.00006949
export IMPL_grt_overflow=0
export IMPL_synth_yosys_seq_area_share_pct=0
export IMPL_synth_cell_types=55
export IMPL_global_route_peak_usage_layer="met2"
export IMPL_fmax_ghz=0.2532
export IMPL_post_route_util_pct=44.50
export IMPL_synthesized_instance_count=431
export IMPL_setup_repair_after_global_routing_missed_its_margin="no"
export IMPL_synth_mux_area_fraction_pct=3.011
export IMPL_synth_cell_area_um2=2535
export IMPL_timing_hold_violations_final=0
export IMPL_max_cap_violations=0
export IMPL_post_synth_fa_ha_maj_area_fraction_pct=4.936
export IMPL_maximum_number_of_pins_on_one_net_before_global_route_repair=64
export IMPL_largest_area_cell="sky130_fd_sc_hd__a21oi_1"
export IMPL_status="completed"
export IMPL_use_met2_pct=44.77
export IMPL_sequential_cell_area_um2=0
export IMPL_critical_path_top_delay_family="buffers and inverters"
export IMPL_setup_worst_path_end_class="output port"
export IMPL_synthXorXnorAreaFrac_pct=0
export IMPL_netlist_logic_family_top="AND-OR/OR-AND gates"
export IMPL_hold_buffers=0
export IMPL_critical_path_cell_by_cell="dlygate4sd2_1 > buf_4 > ha_1 > buf_4 > nand2b_1 > buf_4 > o21ai_0 > a21oi_1 > a21oi_1 > o32a_1 > clkdlybuf4s50_1"
export IMPL_proportion_of_netlist_area_held_by_the_largest_area_contributor_pct=9.279
export IMPL_area_combinational_um2=2318
export IMPL_stage_log_warnings=62
export IMPL_worst_setup_path_startpoint="pc_addr[0]"
export IMPL_layout_top_cell_excl_fill_tap="sky130_fd_sc_hd__buf_4"
export IMPL_worst_path_most_repeated_cell="sky130_fd_sc_hd__buf_4"
export IMPL_grt_met3_usage_pct=4.856
export IMPL_drt_pass1_iterations=5
export IMPL_layout_drive_gt1_share_pct=24.12
export IMPL_diodes=0
export IMPL_synth_compound_gate_area_share_pct=48.82
export IMPL_timing_final_crit_period_ps=3950
export IMPL_setup_viol_count_final=0
export IMPL_synth_cells_yosys=431
export IMPL_worst_slew_pin_transition_ps=676.3
export IMPL_cellPowerDensity_nw_per_um2=101.2
export IMPL_count_of_vias_placed_by_the_detailed_router=3822
export IMPL_yosys_warnings=1
export IMPL_num_rows=33
export IMPL_drtAntennaViolNets=0
export IMPL_grt_use_total_pct=30.20
export IMPL_arrival_ps=3130
export IMPL_place_gp_congestion=1.069
export IMPL_total_power_mw=0.3700
export IMPL_setup_tns_final_ps=0
export IMPL_total_drc_errors_in_the_routed_layout=0
export IMPL_synth_avg_cell_area_um2=5.882
export IMPL_port_buffer_count=42
export IMPL_viasPerCell=6.215
export IMPL_yosys_area_um2=2535
export IMPL_core_um2=8217
-- layout make-up --
cell class         instances  share of cell area (%)
multi-input cells        368                   63.42
repair buffers           132                   31.96
inverters                 10                   1.027
well taps                105                   3.593
-- how the worst min path moves through the flow --
stage | from | to | slack, ps | cells past startpoint
after CTS | pc_addr[4] | instr[3] | 2520 | 4
after global routing | pc_addr[4] | instr[27] | 2360 | 5
final | pc_addr[4] | instr[27] | 2340 | 5
-- per-layer routing --
layer,wire length [µm],share of wire (%)
met1,5249,41
met2,5416,42
met3,1456,11
met4,778,6.0
met5,0,0
-- cells in the mapped netlist (3+ instances only) --
master                      number
sky130_fd_sc_hd__a32oi_1         3
sky130_fd_sc_hd__nor2b_1        10
sky130_fd_sc_hd__or3_1           4
sky130_fd_sc_hd__buf_4           4
sky130_fd_sc_hd__o22ai_1        12
sky130_fd_sc_hd__nor3_1         12
sky130_fd_sc_hd__a221oi_1        8
sky130_fd_sc_hd__nand2_1        45
sky130_fd_sc_hd__and3_1          3
sky130_fd_sc_hd__a21oi_1        47
sky130_fd_sc_hd__buf_6           4
sky130_fd_sc_hd__inv_1           9
sky130_fd_sc_hd__a211o_1         3
sky130_fd_sc_hd__a31oi_1        11
sky130_fd_sc_hd__nand2b_1       17
sky130_fd_sc_hd__or2_2           4
sky130_fd_sc_hd__ha_1           10
sky130_fd_sc_hd__o211ai_1       12
sky130_fd_sc_hd__buf_1           4
sky130_fd_sc_hd__o31ai_1         6
sky130_fd_sc_hd__o21ai_0        46
sky130_fd_sc_hd__mux2_2          5
sky130_fd_sc_hd__o221ai_1        3
sky130_fd_sc_hd__clkbuf_1       16
sky130_fd_sc_hd__o311ai_0        3
sky130_fd_sc_hd__nand3b_1        3
sky130_fd_sc_hd__and2_1          4
sky130_fd_sc_hd__o21a_1          5
sky130_fd_sc_hd__nand3_1        11
sky130_fd_sc_hd__a211oi_1        6
sky130_fd_sc_hd__buf_2          25
sky130_fd_sc_hd__nor2_1         37
sky130_fd_sc_hd__a2111oi_0       3
sky130_fd_sc_hd__a311oi_1        7
-- kinds of logic (layout without fill, tap and decap cells) --
group                      count (synthesis)  in the layout
AOI/OAI and AO/OA                        192            192
and+or+nand+nor                          159            159
buffers and inverters                     63            142
adders and majority gates                 10             10
muxes                                      7              7
-- what timing repair did --
action | in CTS | in global routing
pin swaps | 5 | 10
setup endpoints to repair | 19 | 27
buffers inserted | 0 | 3
gates resized | 10 | 24
-- metrics by stage --
step                hold slack, ps  std cells  area [µm²]  setup slack [ps]
global route                  2357        615        3656             16.35
finish                        2336        615        3656             150.3
global placement              2523        613        3520            -183.7
CTS                           2522        613        3555             2.148
floorplan                     1794        431        2535             708.1
detailed placement            2519        613        3520            -171.3
-- power by group --
| part | internal, mW | switching, mW |
|---|---|---|
| registers | 0 | 0 |
| logic | 0.156 | 0.214 |
| clock network | 0 | 0 |
Power figures rest on the tool's default switching activity, not on a simulated workload.
